[design/flow/run.sh]
#!/bin/bash
# OpenROAD 26Q1-2900-gdf79404cd8, Yosys 0.63+post, stock flow scripts
make -C /OpenROAD-flow-scripts/flow DESIGN_CONFIG=/design/flow/config.mk WORK_HOME=/design/flow/orfs finish
[design/flow/config.mk]
export PLATFORM = sky130hd
export DESIGN_NAME = endgame
export DESIGN_NICKNAME = endgame
export VERILOG_FILES = /design/flow/design.v
export SDC_FILE = /design/flow/constraint.sdc
export NUM_CORES = 4
export LEC_CHECK = 1
export CORE_UTILIZATION = 40
[design/flow/constraint.sdc]
current_design endgame

set clk_period 3.6
set clk_io_pct 0.2

create_clock -name clk0 -period $clk_period [get_ports {clock}]

set non_clock_inputs [all_inputs -no_clocks]
set_input_delay [expr $clk_period * $clk_io_pct] -clock clk0 $non_clock_inputs
set_output_delay [expr $clk_period * $clk_io_pct] -clock clk0 [all_outputs]
[design/flow/design.v]
module endgame(
	input resetn, clock, EN,
	output plot, finish, 
	output [7:0]x,
	output [6:0]y,
	output [2:0]colour_out);
	wire b1,b2,b3,b4,b5,b6,b7,b8,b9,b10,b11;
	wire reset_data;
	wire finish_draw_b1,finish_draw_b2,finish_draw_b3,finish_draw_b4,finish_draw_b5,finish_draw_b6,finish_draw_b7,finish_draw_b8,finish_draw_b9,finish_draw_b10,finish_draw_b11;
	datapathe de(
		.b1(b1),.b2(b2),.b3(b3),.b4(b4),.b5(b5),.b6(b6),.b7(b7),.b8(b8),.b9(b9),.b10(b10),.b11(b11),
		.clock(clock), .reset_data(reset_data),
		.x(x),
		.y(y),
		.colour_out(colour_out),
		.finish_draw_b1(finish_draw_b1),.finish_draw_b2(finish_draw_b2),.finish_draw_b3(finish_draw_b3),
		.finish_draw_b4(finish_draw_b4),.finish_draw_b5(finish_draw_b5),.finish_draw_b6(finish_draw_b6),
		.finish_draw_b7(finish_draw_b7),.finish_draw_b8(finish_draw_b8),.finish_draw_b9(finish_draw_b9),
		.finish_draw_b10(finish_draw_b10),.finish_draw_b11(finish_draw_b11));
	FSMe Fe(
		.clock(clock), .resetn(resetn),.EN(EN),
		.finish_draw_b1(finish_draw_b1),.finish_draw_b2(finish_draw_b2),
		.finish_draw_b3(finish_draw_b3),.finish_draw_b4(finish_draw_b4),
		.finish_draw_b5(finish_draw_b5),
		.finish_draw_b6(finish_draw_b6),.finish_draw_b7(finish_draw_b7),
		.finish_draw_b8(finish_draw_b8),.finish_draw_b9(finish_draw_b9),
		.finish_draw_b10(finish_draw_b10),.finish_draw_b11(finish_draw_b11),
		.b1(b1),.b2(b2),.b3(b3),.b4(b4),.b5(b5),.b6(b6),.b7(b7),.b8(b8),.b9(b9),.b10(b10),.b11(b11), 
		.plot(plot),.finish_draw(finish),.reset_data(reset_data));
endmodule
module datapathe(
		input b1,b2,b3,b4,b5,b6,b7,b8,b9,b10,b11,
		input clock, reset_data,
		output reg [7:0]x,
		output reg [6:0]y,
		output reg [2:0] colour_out,
		output finish_draw_b1,finish_draw_b2,finish_draw_b3,finish_draw_b4,finish_draw_b5,finish_draw_b6,finish_draw_b7,finish_draw_b8,finish_draw_b9,finish_draw_b10,finish_draw_b11);
	always @(posedge clock)
	begin
		if (!reset_data)
			colour_out <= 3'b000;
		else
			colour_out <= 3'b011;
	end
	reg [7:0]x1,x2,x3,x4,x5,x6,x7,x8,x9,x10,x11;
	reg [6:0]y1,y2,y3,y4,y5,y6,y7,y8,y9,y10,y11;
	reg [7:0]q1,q2,q3,q4,q5,q7,q8,q9,q10,q11;
	reg [8:0]q6;
	always @(posedge clock)
	begin
		if (!reset_data)
			q1 <= 8'd0;
		else if (q1 == 8'b01100111)
			q1 <= 8'd0;
		else if (b1 == 1'b1)
			q1 <= q1 + 1;
	end
	assign finish_draw_b1 = (q1 == 8'b01100111)? 1:0;
	always @(posedge clock)
	begin
		if (!reset_data)
			q2 <= 8'd0;
		else if (q2 == 8'b01010011)
			q2 <= 8'd0;
		else if (b2 == 1'b1)
			q2 <= q2 + 1;
	end
	assign finish_draw_b2 = (q2 == 8'b01010011)? 1:0;
	always @(posedge clock)
	begin
		if (!reset_data)
			q3 <= 8'd0;
		else if (q3 == 8'b00111111)
			q3<= 8'd0;
		else if (b3 == 1'b1)
			q3 <= q3 + 1;
	end
	assign finish_draw_b3 = (q3 == 8'b00111111)? 1:0;
	always @(posedge clock)
	begin
		if (!reset_data)
			q4 <= 8'd0;
		else if (q4 == 8'd01010011)
			q4 <= 8'd0;
		else if (b4 == 1'b1)
			q4 <= q4 + 1;
	end
	assign finish_draw_b4 = (q4 == 8'd01010011)? 1:0;
	always @(posedge clock)
	begin
		if (!reset_data)
			q5 <= 8'd0;
		else if (q5 == 8'b01100111)
			q5 <= 8'd0;
		else if (b5 == 1'b1)
			q5 <= q5 + 1;
	end
	assign finish_draw_b5 = (q5 == 8'b01100111)? 1:0;
	always @(posedge clock)
	begin
		if (!reset_data)
			q6 <= 9'd0;
		else if (q6 == 9'b101000111)
			q6 <= 9'd0;
		else if (b6 == 1'b1)
			q6 <= q6 + 1;
	end
	assign finish_draw_b6 = (q6 == 9'b101000111)? 1:0;
	always @(posedge clock)
	begin
		if (!reset_data)
			q7 <= 8'd0;
		else if (q7 == 8'b10100011)
			q7 <= 8'd0;
		else if (b7 == 1'b1)
			q7 <= q7 + 1;
	end
	assign finish_draw_b7 = (q7 == 8'b10100011)? 1:0;
	always @(posedge clock)
	begin
		if (!reset_data)
			q8 <= 8'd0;
		else if (q8 == 8'b01010011)
			q8 <= 8'd0;
		else if (b8 == 1'b1)
			q8 <= q8 + 1;
	end
	assign finish_draw_b8 = (q8 == 8'b01010011)? 1:0;
	always @(posedge clock)
	begin
		if (!reset_data)
			q9 <= 8'd0;
		else if (q9 == 8'b01010011)
			q9 <= 8'd0;
		else if (b9 == 1'b1)
			q9 <= q9 + 1;
	end
	assign finish_draw_b9 = (q9 == 8'b01010011)? 1:0;
	always @(posedge clock)
	begin
		if (!reset_data)
			q10 <= 8'd0;
		else if (q10 == 8'b01010011)
			q10 <= 8'd0;
		else if (b10 == 1'b1)
			q10 <= q10 + 1;
	end
	assign finish_draw_b10 = (q10 == 8'b01010011)? 1:0;
	always @(posedge clock)
	begin
		if (!reset_data)
			q11 <= 8'd0;
		else if (q7 == 8'b10100011)
			q11 <= 8'd0;
		else if (b11 == 1'b1)
			q11 <= q11 + 1;
	end
	assign finish_draw_b11 = (q11 == 8'b10100011)? 1:0;
	always @(*)
	begin
		if (b1)begin
			x = 8'd40 + q1[1:0];
			y = 7'd40 + q1[7:2];
			end
		else if (b2)begin
			x = 8'd44 + q2[1:0];
			y = 7'd60 + q2[7:2];
			end
		else if (b3)begin
			x = 8'd48 + q3[1:0];
			y = 7'd50 + q3[7:2];
			end
		else if (b4)begin
			x = 8'd52 + q4[1:0];
			y = 7'd60 + q4[7:2];
			end
		else if (b5)begin
			x = 8'd56 + q5[1:0];
			y = 7'd40 + q5[7:2];
			end
		else if (b6)begin
			x = 8'd70 + q6[2:0];
			y = 7'd40 + q6[8:3];
			end
		else if (b7)begin
			x = 8'd88 + q7[1:0];
			y = 7'd40 + q7[7:2];
			end
		else if (b8)begin
			x = 8'd92 + q8[1:0];
			y = 7'd40 + q8[7:2];
			end
		else if (b9)begin
			x = 8'd96 + q9[1:0];
			y = 7'd50 + q9[7:2];
			end
		else if (b10)begin
			x = 8'd100 + q10[1:0];
			y = 7'd60 + q10[7:2];
			end
		else if (b11)begin
			x = 8'd104 + q11[1:0];
			y = 7'd40 + q11[7:2];
			end
	end
endmodule
module FSMe (
	input clock, resetn,EN,finish_draw_b1,finish_draw_b2,finish_draw_b3,finish_draw_b4,finish_draw_b5,finish_draw_b6,finish_draw_b7,finish_draw_b8,finish_draw_b9,finish_draw_b10,finish_draw_b11,
	output reg enb1, enb2,enb3,enb4,enb5,enb6, enb7,enb8,enb9,enb10,enb11, b1,b2,b3,b4,b5,b6,b7,b8,b9,b10,b11, plot, finish_draw,reset_data);
	reg [4:0] current_state, next_state;
	localparam DRAW_b1 = 5'd0,
				DRAW_b2 = 5'd1,
				DRAW_b3 = 5'd2,
				DRAW_b4 = 5'd3,
				DRAW_b5 = 5'd4,
				DRAW_b6 = 5'd5,
				DRAW_b7 = 5'd6,
				DRAW_b8 = 5'd7,
				DRAW_b9 = 5'd8,
				DRAW_b10 = 5'd9,
				DRAW_b11 = 5'd10,
				WAIT = 5'd11,
				Begin = 5'd12;
	always @(*)
	begin: state_table
		case (current_state)
			Begin: next_state = EN? DRAW_b1 : Begin;
			DRAW_b1: next_state = finish_draw_b1? DRAW_b2 : DRAW_b1;
			DRAW_b2: next_state = finish_draw_b2? DRAW_b3 : DRAW_b2;
			DRAW_b3: next_state = finish_draw_b3? DRAW_b4 : DRAW_b3;
			DRAW_b4: next_state = finish_draw_b4? DRAW_b5 : DRAW_b4;
			DRAW_b5: next_state = finish_draw_b5? DRAW_b6 : DRAW_b5;
			DRAW_b6: next_state = finish_draw_b6? DRAW_b7 : DRAW_b6;
			DRAW_b7: next_state = finish_draw_b7? DRAW_b8 : DRAW_b7;
			DRAW_b8: next_state = finish_draw_b8? DRAW_b9 : DRAW_b8;
			DRAW_b9: next_state = finish_draw_b9? DRAW_b10 : DRAW_b9;
			DRAW_b10: next_state = finish_draw_b10? DRAW_b11 : DRAW_b10;
			DRAW_b11: next_state = finish_draw_b11? WAIT : DRAW_b11;
			WAIT: next_state = WAIT;
			default: next_state = Begin;
		endcase
	end
	always @(*)
	begin: signals
		plot = 1'b0;
		enb1 = 1'b0;
		enb2 = 1'b0;
		enb3 = 1'b0;
		enb4 = 1'b0;
		enb5 = 1'b0;
		enb6 = 1'b0;
		enb7 = 1'b0;
		enb8 = 1'b0;
		enb9 = 1'b0;
		enb10 = 1'b0;
		enb11 = 1'b0;
		b1 = 1'b0;
		b2 = 1'b0;
		b3 = 1'b0;
		b4 = 1'b0;
		b5 = 1'b0;
		b6 = 1'b0;
		b7 = 1'b0;
		b8 = 1'b0;
		b9 = 1'b0;
		b10 = 1'b0;
		b11 = 1'b0;
		reset_data = resetn;
		finish_draw = 1'b0;
		case (current_state)
		Begin:begin
			end
		DRAW_b1:begin
			b1 = 1'b1;
			enb1 = 1'b1;
			plot = 1'b1;
		end
		DRAW_b2:begin
			b2 = 1'b1;
			enb2 = 1'b1;
			plot = 1'b1;
		end
		DRAW_b3:begin
			b3 = 1'b1;
			enb3 = 1'b1;
			plot = 1'b1;
		end
		DRAW_b4:begin
			b4 = 1'b1;
			enb4 = 1'b1;
			plot = 1'b1;
		end
		DRAW_b5:begin
			b5 = 1'b1;
			enb5 = 1'b1;
			plot = 1'b1;
		end
		DRAW_b6:begin
			b6 = 1'b1;
			enb6 = 1'b1;
			plot = 1'b1;
		end
		DRAW_b7:begin
			b7 = 1'b1;
			enb7 = 1'b1;
			plot = 1'b1;
		end
		DRAW_b8:begin
			b8 = 1'b1;
			enb8 = 1'b1;
			plot = 1'b1;
		end
		DRAW_b9:begin
			b9 = 1'b1;
			enb9 = 1'b1;
			plot = 1'b1;
		end
		DRAW_b10:begin
			b10 = 1'b1;
			enb10 = 1'b1;
			plot = 1'b1;
		end
		DRAW_b11:begin
			b11 = 1'b1;
			enb11 = 1'b1;
			plot = 1'b1;
		end
		WAIT:begin
			finish_draw = 1'b1;
		end
		endcase
	end
	always@(posedge clock)
    begin: state_FFs
        if(!resetn)
            current_state <= Begin;
        else
            current_state <= next_state;
    end  
endmodule
==> notes.md <==
The flow run is done. The flow ran to the end, and the final reports show no timing, DRC or antenna violations. Number of buffers added on ports landed at 20. The final critical path takes up a little over three fifths of the cycle. In the synthesized netlist the dominant register cell turns out to be sky130_fd_sc_hd__dfxtp_1. Clock share of power landed at roughly two fifths. For this run, global-route usage on met2 was measured as between 20% and 30%. Post-detailed-route via-to-cell ratio landed at 5.29. The routed layout has ~5,200 vias.

For met3 alone, demand over resource in global routing was under 10%. Violation count after the first detailed-routing iteration landed at approximately 440. Number of setup violations in the final report landed at 0.

The kind of cell with the highest combined delay along the critical path is simple AND/OR/NAND/NOR gates. The timer found 14 register pins that no clock reaches; their paths are not timed. Number of DRC violations after detailed routing landed at 0. Worst vdd rail ir drop landed at 0.235 mV. The tool warning count for the run is 33. Cell area after synthesis landed at 6390 µm². Walking the worst path, the cells encountered are ha_1 > and4bb_1 > nand4b_1 > a32o_1 > nor4_4 > nand3_2 > nor3_1. Final weighted congestion in routability-driven placement landed at 0.909.

Post-synth tally of flip-flops with integrated enable landed at 0. met1 track demand over resource after global routing is between 30% and 40%. Area of the die landed at ~16,000 µm².

For reference, the top logic cell family by area is simple AND/OR/NAND/NOR gates. Fraction of final layout cells with drive strength greater than 1 landed at 6.11%. Required time at the endpoint of the critical path landed at ~3900 ps. Looking at the clock tree report, the maximum root-to-sink buffer count equals 2.

Arrival time of the worst setup path landed at between 2000 and 3000 ps. Note that the worst hold path type here is reg -> reg. Total of hold buffers inserted after clock tree synthesis landed at 0.

The switching component of the power was reported as a little under 0.0006 W. Per the post-run analysis, buffers plus inverters along the critical path come to 0. Total antenna diodes in the routed design landed at 0.

Post-synthesis average cell area landed at 8.43 µm². Power density normalized to cell area landed at 345 nW/µm². Of the total synthesized cell area, the portion taken by XOR and XNOR cells is about an eighth.

Leakage power total landed at 2.59 nW. Once the clock tree was built, the setup fixing pass inserted 0 buffers. Peak fanout along the critical path landed at 7. Die outline height landed at ~130 µm. Once detailed placement completed, the half-perimeter wirelength came to between 10,000 and 15,000 µm. The global routing stage identified its most utilized layer as met1.

The worst setup path is launched from a flop. After Yosys synthesis, full adders, half adders and majority gates account for under 10% of the synthesized area. Ranked by total cell area, the synthesized netlist is headed by sky130_fd_sc_hd__dfxtp_1 33%, sky130_fd_sc_hd__xnor2_1 7.4%, sky130_fd_sc_hd__nor2_1 7.3%, sky130_fd_sc_hd__ha_1 6.1%, sky130_fd_sc_hd__xor2_1 5.5%. Sorting the Yosys area breakdown by cell type puts at the top sky130_fd_sc_hd__dfxtp_1. The worst register-to-register path has a setup slack of about 1300 ps.

Setup slack on the worst path after placement came out at roughly 1300 ps. Clock transition time at the flip-flop clock pins of the worst setup and hold paths landed at approximately 80 ps. Tracing the worst setup path back leads to its startpoint at de.q6[1]. Setup TNS after final layout landed at 0 ps. The most critical hold endpoint after final layout shows a slack of ~550 ps. Worst setup margin landed at 1340 ps. Counting the warning lines in the Yosys log gives 4. Count of pins over their slew limit landed at 0.

Share of power burned in registers landed at a little over 50%. Layout-stage area growth over the synthesis result landed at 10.5%. Largest net degree at the start of global routing landed at 27. Initial antenna violation count landed at 0.

The synthesized netlist devotes 13.5% of its cell area to compound gates. Final worst clock skew landed at about 9.8 ps. Basic-gate share of the synthesized area counting and, or, nand and nor cells landed at roughly 24%.

Number of maximum-capacitance constraint violations landed at 0. The highest clock rate this design can be run at is approximately 440 MHz. STA classifies the critical path endpoint as a flop. The worst register-to-register path ends at de.b11. The total overflow left after global routing is 0.

By startpoint and endpoint, the worst setup path is classified as reg -> reg. After synthesis, the chip area reported by Yosys is around 6400 µm². After synthesis, the design contains about 760 cells according to Yosys.

Post-synthesis async set-or-reset flop share landed at 0%. According to the I/O placement log, the pin count is 23. Looking at the clock tree report, the root buffer type is sky130_fd_sc_hd__clkbuf_16.

Switching part of the total landed at around a quarter. Checking max transition, the worst relative margin is roughly half. Per the post-route antenna check, the number of violating nets is 0. Area of the core landed at 15,400 µm². The synthesis run shows multiplexers occupying between 2 and 2.5% of the cell area. Number of rows created at floorplan landed at roughly 45.

OpenSTA lists the critical path endpoint as de.b11. 28 endpoints have no timing constraint. Number of distinct library cells after synthesis landed at about 77. Global-route wire length before repair landed at 24,800 µm. Looking at the max-slew report, the worst-margin pin has a slew of ~750 ps. Detailed-routing iteration count for the pre-antenna-repair pass landed at 5. In the floorplan report the effective utilization is around two fifths. The flow reports that combinational logic draws under 10% of the design power. The post-synth register bit count is between 100 and 150. Per the OpenROAD floorplan log, the width of the die is 128 µm. Internal power summed over all cells landed at about 0.0018 W.

The number of global-route vias before repair is 4,693. Portion of synthesized cell area occupied by the leading cell type landed at between 30% and 40%. For the worst-skew pair, the clock arrives at the later sink with an insertion delay of 360 ps. Synthesis produced between 700 and 800 cells. Overall track demand over capacity in global routing landed at about a fifth. Hold violation total from the final report landed at 0.

Maximum cell stage delay along the critical path landed at ~440 ps. CTS H-tree depth landed at 3. All stages included, the depth of the critical timing path comes to 7. Subtracting the final worst setup slack from the clock period gives between 2000 and 2500 ps. TritonCTS built the clock tree. Detailed-route wire length landed at 14,900 µm.

Per-cell routed wire length landed at 15.3 µm. In this run, post-CTS repair resized a total of 0 instances. STA shows the worst reg2reg path with a cell count of 7. Per the timing report, the most critical flop-to-flop path originates at de.q6[1].

Per the TritonCTS log, the buffer count is 9. Per the STA report, the cell with the highest stage delay on the worst path is sky130_fd_sc_hd__dfxtp_1. Setup repair after global routing left no endpoint under its margin.
[worst reg2reg max path, cell delays in order (launching register included)]
cell,delay (ps)
sky130_fd_sc_hd__dfxtp_1,440
sky130_fd_sc_hd__ha_1,250
sky130_fd_sc_hd__and4bb_1,200
sky130_fd_sc_hd__nand4b_1,210
sky130_fd_sc_hd__a32o_1,310
sky130_fd_sc_hd__nor4_4,330
sky130_fd_sc_hd__nand3_2,200
sky130_fd_sc_hd__nor3_1,250
[area by class of cell]
class	instances	area, µm²
clock buffer	9	225
tap	211	264
multi-input combinational	580	3800
inverter	25	93.8
timing repair buffer	28	260
fill	1430	8360
clock inverter	6	73.8
sequential	121	2350
[routing by layer]
metal / vias to the layer above / share of wire (%)
li1: 2653 / -
met2: 101 / 43
met3: 18 / 4.5
met5: - / 0
met4: 0 / 1.9
met1: 2408 / 51
[state kept, by name (all words and copies together), names as in the netlist, 4 cells and up]
name,flops
de.q6,9
de.q10,8
de.q11,8
de.q1,8
de.q2,8
de.q3,8
de.q4,8
de.q5,8
de.q7,8
de.q8,8
de.q9,8
de.x,7
de.y,7
Fe.current_state,4
[through the flow]
step,std cells,util [%],cell area (µm²),total power [W]
after floorplan,760,-,6400,0.00138
after global placement,965,43.9,6770,0.00145
after detailed placement,965,43.9,6770,0.00145
after CTS,980,45.8,7070,0.00245
after global routing,980,45.8,7070,0.00253
final,980,45.8,7070,0.00244
[power groups by stage]
| stage | sequential, W | combinational [W] | clock, W |
|---|---|---|---|
| final | 0.00125 | 0.000171 | 0.00102 |
| after CTS | 0.00125 | 0.000172 | 0.00103 |
| after global routing | 0.00125 | 0.000189 | 0.00108 |
[how the worst min path moves through the flow]
stage               to  cells after the start  startpoint
finish        de.q8[6]                      2    de.q8[6]
global route  de.q8[6]                      2    de.q8[6]
CTS           de.q8[6]                      2    de.q8[6]
[Yosys cell counts, types with 4 or more instances]
library cell / number
sky130_fd_sc_hd__nand4_1: 27
sky130_fd_sc_hd__o21ai_0: 32
sky130_fd_sc_hd__nand2b_1: 4
sky130_fd_sc_hd__mux2i_1: 14
sky130_fd_sc_hd__a211oi_1: 11
sky130_fd_sc_hd__and3_1: 11
sky130_fd_sc_hd__dlxtn_1: 14
sky130_fd_sc_hd__nand2_1: 71
sky130_fd_sc_hd__and2_1: 6
sky130_fd_sc_hd__nor2_1: 125
sky130_fd_sc_hd__xor2_1: 40
sky130_fd_sc_hd__ha_1: 31
sky130_fd_sc_hd__a31oi_1: 5
sky130_fd_sc_hd__nor4_1: 4
sky130_fd_sc_hd__o221ai_1: 4
sky130_fd_sc_hd__nor3_1: 10
sky130_fd_sc_hd__buf_1: 4
sky130_fd_sc_hd__clkbuf_1: 20
sky130_fd_sc_hd__a21oi_1: 37
sky130_fd_sc_hd__dfxtp_1: 107
sky130_fd_sc_hd__buf_2: 5
sky130_fd_sc_hd__xnor2_1: 54
sky130_fd_sc_hd__inv_1: 24
sky130_fd_sc_hd__nand3_1: 14
[cell usage in the layout, fill, tap and decap left out, types with 5 or more instances in the layout]
master and instances:
sky130_fd_sc_hd__nand3_1 14, sky130_fd_sc_hd__a211oi_1 11, sky130_fd_sc_hd__and3_1 11, sky130_fd_sc_hd__dfxtp_1 107, sky130_fd_sc_hd__a21oi_1 37, sky130_fd_sc_hd__and2_1 6
sky130_fd_sc_hd__xnor2_1 54, sky130_fd_sc_hd__clkbuf_16 9, sky130_fd_sc_hd__mux2i_1 14, sky130_fd_sc_hd__clkdlybuf4s50_1 20, sky130_fd_sc_hd__nor2_1 125, sky130_fd_sc_hd__nand4_1 27
sky130_fd_sc_hd__a31oi_1 5, sky130_fd_sc_hd__nor3_1 10, sky130_fd_sc_hd__ha_1 31, sky130_fd_sc_hd__buf_4 8, sky130_fd_sc_hd__nand2_1 71, sky130_fd_sc_hd__xor2_1 40
sky130_fd_sc_hd__o21ai_0 32, sky130_fd_sc_hd__inv_1 24, sky130_fd_sc_hd__dlxtn_1 14
[kinds of logic (layout without fill, tap and decap cells)]
family,after synthesis,count (layout)
muxes,15,15
adders and majority gates,31,31
xor gates and xnor gates,94,94
AOI/OAI and AO/OA,128,128
latches,14,14
DFF,107,107
buffers and inverters,59,68
and+or+nand+nor,310,310
other,1,2
Power is estimated from default activity; no workload was simulated.
