**design/flow/run.sh**
```bash
#!/bin/bash
# OpenROAD 26Q1-2900-gdf79404cd8, Yosys 0.63+post, stock flow scripts
make -C /OpenROAD-flow-scripts/flow DESIGN_CONFIG=/design/flow/config.mk WORK_HOME=/design/flow/orfs finish
```
**design/flow/config.mk**
```make
export PLATFORM = sky130hd
export DESIGN_NAME = comparator
export DESIGN_NICKNAME = comparator
export VERILOG_FILES = /design/flow/design.v
export SDC_FILE = /design/flow/constraint.sdc
export NUM_CORES = 4
export LEC_CHECK = 1
export CORE_UTILIZATION = 40
```
**design/flow/constraint.sdc**
```tcl
current_design comparator

set clk_period 5.6
set clk_io_pct 0.2

create_clock -name clk0 -period $clk_period [get_ports {clock}]

set non_clock_inputs [all_inputs -no_clocks]
set_input_delay [expr $clk_period * $clk_io_pct] -clock clk0 $non_clock_inputs
set_output_delay [expr $clk_period * $clk_io_pct] -clock clk0 [all_outputs]
```
**design/flow/design.v**
```verilog
module comparator(resetn, clock, 
						human_x, car1_x,car2_x,car3_x, car4_x, car5_x,car6_x,car7_x,car8_x,car9_x,car9_y,car10_x,car10_y,car11_x,car12_x,
						right,down,right1,down1,
						human_y, crushed, enable,level_up,endgame);
	input resetn, clock, enable;
	input [7:0]human_x, car1_x,car2_x,car3_x,car4_x,car5_x,car6_x,car7_x,car8_x,car9_x,car10_x,car11_x,car12_x;
	input [6:0]car9_y,car10_y;
	input [6:0]human_y;
	output reg crushed, endgame;
	output reg level_up = 1'b0;
	output reg right, down,right1,down1;
	always@(posedge clock)
	begin
		if (car9_x <= 8'd26)
			right <= 1'b1;
		if (car9_x >= 8'd130)
			right <= 1'b0;
		if ((car9_y >= 7'd27)&& (car9_y <= 7'd31))begin	 
			if (car9_x == car1_x + 7'd8)begin
				right <= 1'b1;
				end
			if (car9_x + 2'd3 == car1_x)begin
				right <= 1'b0;
				end
			if (car9_x == car4_x + 7'd8)begin
				right <= 1'b1;
				end
			if (car9_x + 2'd3 == car4_x)begin
				right <= 1'b0;
				end
			if (car9_x == car5_x + 7'd8)begin
				right <= 1'b1;
				end
			if (car9_x + 2'd3 == car5_x)begin
				right <= 1'b0;
				end
		end
		if ((car9_y >= 7'd45)&&(car9_y <= 7'd49))begin
			if ((car9_x == car11_x + 7'd8))begin
				right <= 1'b1;
				end
			if (car9_x + 2'd3 == car11_x)begin
				right <= 1'b0;
				end
		end
		if((car9_y >= 7'd60) && (car9_y <= 7'd64))begin 
			if (car9_x == car2_x + 7'd16)begin
				right <= 1'b1;
				end
			if (car9_x + 2'd3 == car2_x)begin
				right <= 1'b0;
				end
			if (car9_x == car6_x + 7'd16)begin
				right <= 1'b1;
				end
			if (car9_x + 2'd3 == car6_x)begin
				right <= 1'b0;
				end
		end
		if ((car9_y >= 7'd75)&&(car9_y <= 7'd79))begin
			if ((car9_x == car12_x + 7'd8))begin
				right <= 1'b1;
				end
			if (car9_x + 2'd3 == car12_x)begin
				right <= 1'b0;
				end
			end
		if((car9_y >= 7'd90) && (car9_y <= 7'd94))begin 
			if (car9_x == car3_x + 7'd8)begin
				right <= 1'b1;
				end
			if (car9_x + 2'd3 == car3_x)begin
				right <= 1'b0;
				end
			if (car9_x == car7_x + 7'd8)begin
				right <= 1'b1;
				end
			if (car9_x + 2'd3 == car7_x)begin
				right <= 1'b0;
				end
			if (car9_x == car8_x + 7'd8)begin
				right <= 1'b1;
				end
			if (car9_x +2'd3 == car8_x)begin
				right <= 1'b0;
				end
		end
		if (car9_y == 7'd24)
			down <= 1'b1;
		if (car9_y == 7'd26)begin
			if (((car9_x >= car1_x) && (car9_x <= car1_x + 8))||((car9_x >= car4_x)&&(car9_x <= car4_x+8))||((car9_x >= car5_x)&&(car9_x <= car5_x+8)))
				down <= 1'b0;
		end
		if (car9_y == 7'd32)begin
			if (((car9_x >= car1_x) && (car9_x <= car1_x + 8))||((car9_x >= car4_x)&&(car9_x <= car4_x+8))||((car9_x >= car5_x)&&(car9_x <= car5_x+8)))
				down <= 1'b1;
		end
		if (car9_y == 7'd45)begin
			if ((car9_x >= car11_x)&&(car9_x <= car11_x + 8))
				down <= 1'b0;
		end
		if (car9_y == 7'd49)begin
			if ((car9_x >= car11_x)&&(car9_x <= car11_x + 8))
				down <= 1'b1;
		end
		if (car9_y == 7'd59)begin
			if (((car9_x >= car2_x)&&(car9_x <= car2_x+16))||((car9_x >= car6_x)&&(car9_x <= car6_x + 16)))
				down <= 1'b0;
		end
		if (car9_y == 7'd65)begin
			if (((car9_x >= car2_x)&&(car9_x <= car2_x+16))||((car9_x >= car6_x)&&(car9_x <= car6_x + 16)))
				down <= 1'b1;
		end
		if (car9_y == 7'd75)begin
			if ((car9_x >= car12_x)&&(car9_x <= car12_x + 8))
				down <= 1'b0;
		end
		if (car9_y == 7'd79)begin
			if ((car9_x >= car12_x)&&(car9_x <= car12_x + 8))
				down <= 1'b1;
		end
		if (car9_y == 7'd89)begin
			if (((car9_x >= car3_x) && (car9_x <= car3_x + 8))||((car9_x >= car7_x)&&(car9_x <= car7_x+8))||((car9_x >= car8_x)&&(car9_x <= car8_x+8)))
				down <= 1'b0;
		end
		if (car9_y == 7'd95)begin
			if (((car9_x >= car3_x) && (car9_x <= car3_x + 8))||((car9_x >= car7_x)&&(car9_x <= car7_x+8))||((car9_x >= car8_x)&&(car9_x <= car8_x+8)))
				down <= 1'b1;
		end
		if (car9_y == 7'd103)begin
			down <= 1'b0;
		end
	end
	always@(posedge clock)
	begin
		if (car10_x <= 8'd26)
			right1 <= 1'b1;
		if (car10_x >= 8'd130)
			right1 <= 1'b0;
		if ((car10_y >= 7'd27)&& (car10_y <= 7'd31))begin	 
			if (car10_x == car1_x + 7'd8)begin
				right1 <= 1'b1;
				end
			if (car10_x + 2'd3 == car1_x)begin
				right1 <= 1'b0;
				end
			if (car10_x == car4_x + 7'd8)begin
				right1 <= 1'b1;
				end
			if (car10_x + 2'd3 == car4_x)begin
				right1 <= 1'b0;
				end
			if (car10_x == car5_x + 7'd8)begin
				right1 <= 1'b1;
				end
			if (car10_x + 2'd3 == car5_x)begin
				right1 <= 1'b0;
				end
		end
		if ((car10_y >= 7'd45)&&(car10_y <= 7'd49))begin
			if ((car10_x == car11_x + 7'd8))begin
				right1 <= 1'b1;
				end
			if (car10_x + 2'd3 == car11_x)begin
				right1 <= 1'b0;
				end
		end
		if((car10_y >= 7'd60) && (car10_y <= 7'd64))begin 
			if (car10_x == car2_x + 7'd16)begin
				right1 <= 1'b1;
				end
			if (car10_x + 2'd3 == car2_x)begin
				right1 <= 1'b0;
				end
			if (car10_x == car6_x + 7'd16)begin
				right1 <= 1'b1;
				end
			if (car10_x + 2'd3 == car6_x)begin
				right1 <= 1'b0;
				end
		end
		if ((car10_y >= 7'd75)&&(car10_y <= 7'd79))begin
			if ((car10_x == car12_x + 7'd8))begin
				right1 <= 1'b1;
				end
			if (car10_x + 2'd3 == car12_x)begin
				right1 <= 1'b0;
				end
		end
		if((car10_y >= 7'd90) && (car10_y <= 7'd94))begin 
			if (car10_x == car3_x + 7'd8)begin
				right1 <= 1'b1;
				end
			if (car10_x + 2'd3 == car3_x)begin
				right1 <= 1'b0;
				end
			if (car10_x == car7_x + 7'd8)begin
				right1 <= 1'b1;
				end
			if (car10_x + 2'd3 == car7_x)begin
				right1 <= 1'b0;
				end
			if (car10_x == car8_x + 7'd8)begin
				right1 <= 1'b1;
				end
			if (car10_x +2'd3 == car8_x)begin
				right1 <= 1'b0;
				end
		end
		if (car10_y == 7'd24)
			down1 <= 1'b1;
		if (car10_y == 7'd26)begin
			if (((car10_x >= car1_x) && (car10_x <= car1_x + 8))||((car10_x >= car4_x)&&(car10_x <= car4_x+8))||((car10_x >= car5_x)&&(car10_x <= car5_x+8)))
				down1 <= 1'b0;
		end
		if (car10_y == 7'd32)begin
			if (((car10_x >= car1_x) && (car10_x <= car1_x + 8))||((car10_x >= car4_x)&&(car10_x <= car4_x+8))||((car10_x >= car5_x)&&(car10_x <= car5_x+8)))
				down1 <= 1'b1;
		end
		if (car10_y == 7'd45)begin
			if ((car10_x >= car11_x)&&(car10_x <= car11_x + 8))
				down1 <= 1'b0;
		end
		if (car10_y == 7'd49)begin
			if ((car10_x >= car11_x)&&(car10_x <= car11_x + 8))
				down1 <= 1'b1;
		end
		if (car10_y == 7'd59)begin
			if (((car10_x >= car2_x)&&(car10_x <= car2_x+16))||((car10_x >= car6_x)&&(car10_x <= car6_x + 16)))
				down1 <= 1'b0;
		end
		if (car10_y == 7'd65)begin
			if (((car10_x >= car2_x)&&(car10_x <= car2_x+16))||((car10_x >= car6_x)&&(car10_x <= car6_x + 16)))
				down1 <= 1'b1;
		end
		if (car10_y == 7'd75)begin
			if ((car10_x >= car12_x)&&(car10_x <= car12_x + 8))
				down1 <= 1'b0;
		end
		if (car10_y == 7'd79)begin
			if ((car10_x >= car12_x)&&(car10_x <= car12_x + 8))
				down1 <= 1'b1;
		end
		if (car10_y == 7'd89)begin
			if (((car10_x >= car3_x) && (car10_x <= car3_x + 8))||((car10_x >= car7_x)&&(car10_x <= car7_x+8))||((car10_x >= car8_x)&&(car10_x <= car8_x+8)))
				down1 <= 1'b0;
		end
		if (car10_y == 7'd95)begin
			if (((car10_x >= car3_x) && (car10_x <= car3_x + 8))||((car10_x >= car7_x)&&(car10_x <= car7_x+8))||((car10_x >= car8_x)&&(car10_x <= car8_x+8)))
				down1 <= 1'b1;
		end
		if (car10_y == 7'd103)begin
			down1 <= 1'b0;
		end
	end
	always@(posedge clock)
	begin
		if(!resetn)
			level_up<= 1'b0;
		else if((human_x == 8'd133) && (human_y == 7'd102))
			level_up <= 1'b1;
	end
	always@(posedge clock)
	begin
	if(!resetn)begin 
		crushed <= 1'b0;
		endgame <= 1'b0;
		end
	else 
		begin
		if((human_y >= 7'd27) && (human_y <= 7'd31)) 
			begin
			if((human_x <= car1_x + 7'd8) && (human_x >= car1_x))
				crushed <= 1'b1;
			else if ((human_x <= car5_x + 7'd8) && (human_x >= car5_x))
				crushed <= 1'b1;
			else if ((human_x <= car4_x + 7'd8) && (human_x >= car4_x))
				crushed <= 1'b1;
			end
		if (level_up)begin
			if ((human_y >= 7'd45)&&(human_y <= 7'd49))begin
				if ((human_x <= car11_x + 7'd8)&&(human_x >= car11_x))
					crushed <= 1'b1;
			end
			else if ((human_y >= 7'd75)&&(human_y <= 7'd79))begin
				if ((human_x >= car12_x)&&(human_x <= car12_x + 8'd8))
					crushed <= 1'b1;
			end
			else if ((human_y == car9_y)||(human_y + 1'b1 == car9_y))
			begin
				if  ((human_x >= car9_x) && (human_x <= car9_x + 1'd4))
					crushed <= 1'b1;
				if ((human_x + 1'b1 >= car9_x) && (human_x + 1'b1 <= car9_x + 1'd4))
					crushed <= 1'b1;
			end
			else if ((human_y == car10_y)||(human_y + 1'b1 == car10_y))
			begin
				if  ((human_x >= car10_x) && (human_x <= car10_x + 1'd4))
					crushed <= 1'b1;
				if ((human_x + 1'b1 >= car10_x) && (human_x + 1'b1 <= car10_x + 1'd4))
					crushed <= 1'b1;
			end
			else if ((human_x == 8'd133)&&(human_y == 7'd21))
				endgame <= 1'b1;
		end
		if((human_y >= 7'd60) && (human_y <= 7'd64)) 
			begin
			if((human_x <= car2_x + 7'd16) && (human_x >= car2_x))
				crushed <= 1'b1;
			else if((human_x <= car6_x + 7'd16) && (human_x >= car6_x))
				crushed <= 1'b1;
			end
		if((human_y >= 7'd90) && (human_y <= 7'd94)) 
			begin
			if((human_x <= car3_x + 7'd8) && (human_x >= car3_x))
				crushed <= 1'b1;
			else if((human_x <= car7_x + 7'd8) && (human_x >= car7_x))
				crushed <= 1'b1;
			else if((human_x <= car8_x + 7'd8) && (human_x >= car8_x))
				crushed <= 1'b1;
			end
		end
	end
endmodule
```
==> impl_metrics.ini <==
; synthesis and place-and-route metrics
[run_status]
outcome = finished, final reports clean

[clock_network]
insertion_delay_ns = 0.24
clock_path_buffers = 2
hold_buffers = 0
clk_pin_slew_ns = 0.05
cts_buffers = 3
clock_sinks = 7
cts.htree.levels = 1
clockRootBuffer = clkbuf_16
cts_tree = yes
cts.repair.resized = 0
post_cts_buffers = 0

[global_routing]
grt-ovfl-total = 0
first_global_vias = 14200
antenna_found_initial = 1
grt_max_degree = 25
grt_pass1_wl_um = 86600
met3_usage_pct = 5.76
track_usage_pct = 32.2
grt.busiest_layer = met2
use_met1_pct = 45.1
grt_use_met2_pct = 49.6

[die]
die_width_um = 192
initCoreUtil_pct = 40.7
pin_count = 135
fp-row-count = 69
core_mm2 = 0.0356
chip_area_mm2 = 0.0369
die.size.y_um = 192

[final_timing]
clock_skew_ns = 0.000233
rsz0062_at_grt = no
setup_viol = 0
fin_ws_ns = 0.700
period_minus_slack_ns = 4.90
fmax_ghz = 0.204
setup-tns-final_ns = 0
relSlewSlack_pct = 36.5
worstMarginPinSlew_ns = 0.950
period_used_pct = 87.5
hold_viol_final = 0
finalMaxSlewViolations = 0

[cells_and_area]
final_core_util_pct = 46.5
comb_area_mm2 = 0.0136
syn2layout_area_growth_pct = 14.5
drive_gt1_share_pct = 4.69
stdcell_count = 2466
final_cell_area_mm2 = 0.0166
fillers = 3446
flop_area_um2 = 140

[critical_path]
cp.arrival_ns = 5.02
crit_chain = clkdlybuf4s50_1 -> buf_4 -> ha_1 -> inv_1 -> or4_1 -> nand4_1 -> nor3_1 -> o2111ai_1 -> a2111oi_0 -> o21ai_0 -> a21oi_1 -> o21ai_2
worstSetupStartpointType = input pin
path_class = in2reg
end_kind = flip-flop
crit_family = AND-OR/OR-AND gates
crit_buf_inv = 3
worst_ep_required_time_ns = 5.72
cpPeakStageDelay_ns = 1.05
critPathMaxFanout = 10
crit_slowest_cell = clkdlybuf4s50_1

[synth]
top_area_share_pct = 35.0
synth.cellmix.compoundShare_pct = 23.6
mux_share_pct = 0.0692
ys_ff = 7
postSynthSeqShare_pct = 0.969
synthFlopType = dfxtp_1
syn_inst = 1865
synth-adder-area-share_pct = 35.0
top_logic_kind = adder cells
ys_cells = 1865
ys_area_mm2 = 0.0145
synth.top_cells.by_area = ha_1 35%, xnor2_1 10%, a21oi_1 3.8%, o21ai_0 3.8%, inv_1 3.3%
edf_count = 0
ys_warn_count = 5
async_flop_share_pct = 0
synth.distinct_cells = 88
top_area_cell = ha_1
avgSynthCellArea_um2 = 7.76
simple_gate_area_share_pct = 20.6
syn_area_mm2 = 0.0145
ys_sh_xor_pct = 15.0

[placed_design]
place.gp.congestion = 1.03
pre_cts_ws_ns = 0.554
dp_cells = 2461
portBuffers = 133
hpwl_um = 46300
place_area_mm2 = 0.0165

[route]
drtIter0Drc = 1009
ant_nets = 0
wl_per_cell_um = 23.5
routed_wl_um = 58000
first_pass_iters = 7
vias = 14900
drt-vias-per-instance = 6.05
drc_errors = 0

[pwr]
power_density_mw_per_mm2 = 106
p_leak_nw = 7.33
ir_drop_uv = 70.1

[min_path]
hold_path_class = reg2reg

[flow_run]
warnings = 63
cap_violations = 0
area by class of cell:
| type | count | share of cell area [%] |
|---|---|---|
| Multi-Input combinational cell | 1683 | 82.3 |
| Timing Repair Buffer | 182 | 9.96 |
| Tap cell | 461 | 3.48 |
| Inverter | 128 | 2.90 |
| Sequential cell | 7 | 0.846 |
| Clock buffer | 4 | 0.476 |
| Antenna cell | 1 | 0.0151 |
worst paths after layout:
kind,from,to,slack [ns],cells after the start
max reg2reg,right1,right1,3.73,7
min,endgame,endgame,0.51,2
min reg2reg,endgame,endgame,0.51,2
max,car10_x[2],right1,0.70,12
synthesized netlist by cell type, drive strengths merged (7+ instances only):
master,number
nand4b,13
o21ai,111
xor2,28
dfxtp,7
and3,16
a31oi,21
nor3b,7
o2111ai,10
nand2b,41
a21o,40
a21boi,8
o21bai,8
a211oi,29
or4,14
xnor2,182
nor3,51
nand3,68
o211ai,17
nand2,76
nor4,32
a21oi,110
buf,15
a2111oi,18
nor2b,43
clkbuf,32
o21a,38
ha,405
inv,128
nand4,38
a211o,14
or3,8
o31ai,15
xnor3,8
nor2,109
sequential cells by signal (all words and copies together) (netlist names):
register  count
down          1
level_up      1
right         1
right1        1
crushed       1
down1         1
endgame       1
stage by stage:
| step | total power [mW] | hold slack, ns |
|---|---|---|
| 2_1_floorplan | 1.03 | 0.416 |
| 3_3_place_gp | 1.57 | 0.495 |
| 3_5_place_dp | 1.59 | 0.502 |
| 4_1_cts | 1.74 | 0.527 |
| 5_1_grt | 1.93 | 0.568 |
| 6_report | 1.76 | 0.514 |
routing by layer:
metal	wire length (um)	part of all wire [%]	vias to the layer above
met4	2270	3.9	0
li1	-	-	7335
met5	0	0	-
met3	4820	8.3	103
met1	26200	45	6904
met2	24700	43	581
report_power, final:
part	internal [mW]	switching (mW)
sequential	0.0563	0.00704
clock	0.0962	0.0409
combinational	0.666	0.890
total	0.818	0.938
kinds of logic after synthesis:
group	Yosys count
buffers and inverters	175
AND-OR/OR-AND	508
flip-flops	7
AND/OR/NAND/NOR	551
XOR/XNOR	218
adder cells (fa/ha/maj)	405
multiplexers	1
tightest hold or removal path, cell delays in order, from the launching register on:
cell	delay, ns
dfxtp_1	0.35
a41oi_1	0.05
nor2_1	0.08
cell usage in the layout (no fill, tap or decap), drive strengths merged, types with 16 or more instances in the layout:
master,synthesis,routed
nand4,38,38
nor3,51,51
xnor2,182,182
a21oi,110,110
a2111oi,18,18
nor2,109,109
xor2,28,28
nand3,68,68
nor4,32,32
inv,128,128
ha,405,405
o21ai,111,111
o211ai,17,17
o21a,38,38
buf,15,59
nand2,76,76
nand2b,41,41
a21o,40,40
and3,16,16
clkdlybuf4s50,0,123
a31oi,21,21
a211oi,29,29
nor2b,43,43
Power and IR drop assume default switching activity.
