==> design.v <==
module crush(
	input resetn, clock, EN,
	output plot, finish, 
	output [7:0]x,
	output [6:0]y,
	output [2:0]colour_out);
	wire b1,b2,b3,b4,b5,b6,b7;
	wire reset_data;
	wire finish_draw_b1,finish_draw_b2,finish_draw_b3,finish_draw_b4,finish_draw_b5,finish_draw_b6,finish_draw_b7;
	datapathcrush dm(
		.b1(b1),.b2(b2),.b3(b3),.b4(b4),.b5(b5),.b6(b6),.b7(b7),
		.clock(clock), .reset_data(reset_data),
		.x(x),
		.y(y),
		.colour_out(colour_out),
		.finish_draw_b1(finish_draw_b1),.finish_draw_b2(finish_draw_b2),.finish_draw_b3(finish_draw_b3),
		.finish_draw_b4(finish_draw_b4),.finish_draw_b5(finish_draw_b5),.finish_draw_b6(finish_draw_b6),
		.finish_draw_b7(finish_draw_b7));
	FSMcrush Fm(
		.clock(clock), .resetn(resetn),.EN(EN),
		.finish_draw_b1(finish_draw_b1),.finish_draw_b2(finish_draw_b2),
		.finish_draw_b3(finish_draw_b3),.finish_draw_b4(finish_draw_b4),
		.finish_draw_b5(finish_draw_b5),
		.finish_draw_b6(finish_draw_b6),.finish_draw_b7(finish_draw_b7),
		.b1(b1),.b2(b2),.b3(b3),.b4(b4),.b5(b5),.b6(b6),.b7(b7), 
		.plot(plot),.finish_draw(finish),.reset_data(reset_data));
endmodule
module datapathcrush(
		input b1,b2,b3,b4,b5,b6,b7,
		input clock, reset_data,
		output reg [7:0]x,
		output reg [6:0]y,
		output reg [2:0] colour_out,
		output finish_draw_b1,finish_draw_b2,finish_draw_b3,finish_draw_b4,finish_draw_b5,finish_draw_b6,finish_draw_b7);
	always @(posedge clock)
	begin
		if (!reset_data)
			colour_out <= 3'b000;
		else
			colour_out <= 3'b011;
	end
	reg [7:0]x1,x2,x3,x4,x5,x6,x7;
	reg [6:0]y1,y2,y3,y4,y5,y6,y7;
	always @(posedge clock)
	begin
		if (!reset_data)begin
			x1 <= 8'd0;
			end
		else if (x1 == 8'd10)
			x1 <= 8'd0;
		else if (b1 == 1'b1)begin
			x1 <= x1 + 1'b1;
			end
		else
			x1 <= 8'd0;
	end
	wire eny1;
	assign eny1 = (x1 == 10)? 1:0;
	always @(posedge clock)
	begin
		if (!reset_data)begin
			y1 <= 7'd0;
			end
		else if (y1 == 7'd20)
			y1 <= 7'd0;
		else if (eny1 == 1'b1)begin
			y1 <= y1 + 1'b1;
			end
		else if (eny1 == 1'b0)begin 
			y1 <= y1;
			end
		else
			y1 <= 7'd0;	
	end
	assign finish_draw_b1 = (y1 == 7'd20)? 1:0;
	always @(posedge clock)
	begin
		if (!reset_data)begin
			x2 <= 8'd0;
			end
		else if (x2 == 8'd20)
			x2 <= 8'd0;
		else if (b2 == 1'b1)begin
			x2 <= x2 + 1'b1;
			end
		else
			x2 <= 8'd0;
	end
	wire eny2;
	assign eny2 = (x2 == 20)? 1:0;
	always @(posedge clock)
	begin
		if (!reset_data)begin
			y2 <= 7'd0;
			end
		else if (y2 == 7'd30)
			y2 <= 7'd0;
		else if (eny2 == 1'b1)begin
			y2 <= y2 + 1'b1;
			end
		else if (eny2 == 1'b0)begin 
			y2 <= y2;
			end
		else
			y2 <= 7'd0;	
	end
	assign finish_draw_b2 = (y2 == 7'd30)? 1:0;
	always @(posedge clock)
	begin
		if (!reset_data)begin
			x3 <= 8'd0;
			end
		else if (x3 == 8'd3)
			x3 <= 8'd0;
		else if (b3 == 1'b1)begin
			x3 <= x3 + 1'b1;
			end
		else
			x3 <= 8'd0;
	end
	wire eny3;
	assign eny3 = (x3 == 3)? 1:0;
	always @(posedge clock)
	begin
		if (!reset_data)begin
			y3 <= 7'd0;
			end
		else if (y3 == 7'd10)
			y3 <= 7'd0;
		else if (eny3 == 1'b1)begin
			y3 <= y3 + 1'b1;
			end
		else if (eny3 == 1'b0)begin 
			y3 <= y3;
			end
		else
			y3 <= 7'd0;	
	end
	assign finish_draw_b3 = (y3 == 7'd10)? 1:0;
	always @(posedge clock)
	begin
		if (!reset_data)begin
			x5 <= 8'd0;
			end
		else if (x5 == 8'd60)
			x5 <= 8'd0;
		else if (b5 == 1'b1)begin
			x5 <= x5 + 1'b1;
			end
		else
			x5 <= 8'd0;
	end
	wire eny5;
	assign eny5 = (x5 == 8'd60)? 1:0;
	always @(posedge clock)
	begin
		if (!reset_data)begin
			y5 <= 7'd0;
			end
		else if (y5 == 7'd35)
			y5 <= 7'd0;
		else if (eny5 == 1'b1)begin
			y5 <= y5 + 1'b1;
			end
		else if (eny5 == 1'b0)begin 
			y5 <= y5;
			end
		else
			y5 <= 7'd0;	
	end
	assign finish_draw_b5 = (y5 == 7'd35)? 1:0;
	always @(posedge clock)
	begin
		if (!reset_data)begin
			x7 <= 8'd0;
			end
		else if (x7 == 8'd7)
			x7 <= 8'd0;
		else if (b7 == 1'b1)begin
			x7 <= x7 + 1'b1;
			end
		else
			x7 <= 8'd0;
	end
	wire eny7;
	assign eny7 = (x7 == 7)? 1:0;
	always @(posedge clock)
	begin
		if (!reset_data)begin
			y7 <= 7'd0;
			end
		else if (y7 == 7'd3)
			y7 <= 7'd0;
		else if (eny7 == 1'b1)begin
			y7 <= y7 + 1'b1;
			end
		else if (eny7 == 1'b0)begin 
			y7 <= y7;
			end
		else
			y7 <= 7'd0;	
	end
	assign finish_draw_b7 = (y7 == 7'd3)? 1:0;
	reg [5:0]q;
	reg [5:0]q1;
	always @(posedge clock)
	begin
		if (!reset_data)
			q <= 6'b0000000;
		else if (q == 6'b100111)
			q <= 6'b000000;
		else if (b4 == 1'b1)
			q <= q + 1;
	end
	always @(posedge clock)
	begin
		if (!reset_data)
			q1 <= 6'b0000000;
		else if (q == 6'b100111)
			q1 <= 6'b000000;
		else if (b6 == 1'b1)
			q1 <= q1 + 1;
	end
	assign finish_draw_b4 = (q == 6'b100111)? 1:0;
	assign finish_draw_b6 = (q1 == 6'b100111)? 1:0;
	always @(*)
	begin
		if (b1)begin
			x = 8'd80 + x1;
			y = 7'd50 + y1;
			end
		else if (b2)begin
			x = 8'd90 + x2;
			y = 7'd40 + y2;
			end
		else if (b3)begin
			x = 8'd110 + x3;
			y = 7'd55 + y3;
			end
		else if (b4)begin
			x = 8'd87 + q[2:0];
			y = 7'd70 + q[5:3];
			end
		else if (b5)begin
			x = 8'd113 + x5;
			y = 7'd35 + y5;
			end
		else if (b6)begin
			x = 8'd120 + q1[2:0];
			y = 7'd70 + q1[5:3];
			end
		else if (b7)begin
			x = 8'd83 + x7;
			y = 7'd47 + y7;
			end
	end
endmodule
module FSMcrush (
	input clock, resetn,EN,finish_draw_b1,finish_draw_b2,finish_draw_b3,finish_draw_b4,finish_draw_b5,finish_draw_b6,finish_draw_b7,
	output reg enb1, enb2,enb3,enb4,enb5,enb6, enb7, b1,b2,b3,b4,b5,b6,b7, plot, finish_draw,reset_data);
	reg [4:0] current_state, next_state;
	localparam DRAW_b1 = 5'd0,
				DRAW_b2 = 5'd1,
				DRAW_b3 = 5'd2,
				DRAW_b4 = 5'd3,
				DRAW_b5 = 5'd4,
				DRAW_b6 = 5'd5,
				DRAW_b7 = 5'd6,
				WAIT = 5'd7,
				RESET = 5'd8;
	always @(*)
	begin: state_table
		case (current_state)
			RESET: next_state = EN? DRAW_b1: RESET;
			DRAW_b1: next_state = finish_draw_b1? DRAW_b2 : DRAW_b1;
			DRAW_b2: next_state = finish_draw_b2? DRAW_b3 : DRAW_b2;
			DRAW_b3: next_state = finish_draw_b3? DRAW_b4 : DRAW_b3;
			DRAW_b4: next_state = finish_draw_b4? DRAW_b5 : DRAW_b4;
			DRAW_b5: next_state = finish_draw_b5? DRAW_b6 : DRAW_b5;
			DRAW_b6: next_state = finish_draw_b6? DRAW_b7 : DRAW_b6;
			DRAW_b7: next_state = finish_draw_b7? WAIT : DRAW_b7;
			WAIT: next_state = WAIT;
			default: next_state = RESET;
		endcase
	end
	always @(*)
	begin: signals
		plot = 1'b0;
		enb1 = 1'b0;
		enb2 = 1'b0;
		enb3 = 1'b0;
		enb4 = 1'b0;
		enb5 = 1'b0;
		enb6 = 1'b0;
		enb7 = 1'b0;
		b1 = 1'b0;
		b2 = 1'b0;
		b3 = 1'b0;
		b4 = 1'b0;
		b5 = 1'b0;
		b6 = 1'b0;
		b7 = 1'b0;
		reset_data = resetn;
		finish_draw = 1'b0;
		case (current_state)
		RESET:begin
			reset_data = 1'b0;
			end
		DRAW_b1:begin
			b1 = 1'b1;
			enb1 = 1'b1;
			plot = 1'b1;
		end
		DRAW_b2:begin
			b2 = 1'b1;
			enb2 = 1'b1;
			plot = 1'b1;
		end
		DRAW_b3:begin
			b3 = 1'b1;
			enb3 = 1'b1;
			plot = 1'b1;
		end
		DRAW_b4:begin
			b4 = 1'b1;
			enb4 = 1'b1;
			plot = 1'b1;
		end
		DRAW_b5:begin
			b5 = 1'b1;
			enb5 = 1'b1;
			plot = 1'b1;
		end
		DRAW_b6:begin
			b6 = 1'b1;
			enb6 = 1'b1;
			plot = 1'b1;
		end
		DRAW_b7:begin
			b7 = 1'b1;
			enb7 = 1'b1;
			plot = 1'b1;
		end
		WAIT:begin
			finish_draw = 1'b1;
		end
		endcase
	end
	always@(posedge clock)
    begin: state_FFs
        if(!resetn)
            current_state <= RESET;
        else
            current_state <= next_state;
    end  
endmodule
==> run.sh <==
#!/bin/bash
# OpenROAD 26Q1-2900-gdf79404cd8, Yosys 0.63+post, stock flow scripts
make -C /OpenROAD-flow-scripts/flow DESIGN_CONFIG=/design/flow/config.mk WORK_HOME=/design/flow/orfs finish
==> config.mk <==
export PLATFORM = sky130hd
export DESIGN_NAME = crush
export DESIGN_NICKNAME = crush
export VERILOG_FILES = /design/flow/design.v
export SDC_FILE = /design/flow/constraint.sdc
export NUM_CORES = 4
export LEC_CHECK = 1
export CORE_UTILIZATION = 40
==> constraint.sdc <==
current_design crush

set clk_period 5.0
set clk_io_pct 0.2

create_clock -name clk0 -period $clk_period [get_ports {clock}]

set non_clock_inputs [all_inputs -no_clocks]
set_input_delay [expr $clk_period * $clk_io_pct] -clock clk0 $non_clock_inputs
set_output_delay [expr $clk_period * $clk_io_pct] -clock clk0 [all_outputs]
==> deck_impl_summary.md <==
Run Summary

Yosys
  – Cell Area, Synth: 0.00604 mm^2
  – Netlist cell types: 63
  – Top FF cell, synth: dfxtp_1
  – Async S/R FF share, synth: 0%
  – Yosys Chip Area: 0.00604 mm^2
  – EDFF count, synth: 0
  – Syn Area/Cell: 8.18 um^2
  – Synth Instances: 739
  – Yosys stat cell total: 739
  – Synth Warn #: 2
  – Yosys reg bits: 112

Clock tree
  – Total setup buffers inserted after CTS: 0
  – CTS max path bufs: 2
  – CTS H-tree depth: 3
  – Root Driver: clkbuf_16
  – Cts repair resizes: 0
  – Latency at later pin: 0.35 ns
  – Hold_buf cts: 0
  – Reg clk slew, reported paths: 0.06 ns
  – TritonCTS clock tree: yes
  – Num CTS Buffers: 9

Detailed routing
  – Iteration count of the initial detailed-routing pass: 23
  – Via-to-Cell Ratio: 5.31
  – Vias: 4849
  – Drt total wl: 13600 um
  – Initial DRC Count: 342
  – DRC viols: 0
  – Antenna viol nets, final: 0
  – Antenna diodes: 0
  – Routed WL per cell: 14.9 um

Critical path
  – Worst setup path endpoint: plot
  – Crit path arrival time: 2.58 ns
  – R2r worst-path depth: 5
  – Slowest cell on the critical path: dfxtp_1
  – CP endpoint kind: output pin
  – Critical Path RT: 4.00 ns
  – Worst R2R Setup Slack: 2.85 ns
  – Most common cell on crit path: inv_1
  – RR Startpoint: dm.x7[0]
  – Reg2reg end: dm.x7[5]
  – Crit-path cells: inv_1, nand2_1, nor3_1, buf_4, inv_1, clkdlybuf4s50_1
  – Worst Setup SP: Fm.current_state[1]
  – CP peak stage delay: 0.79 ns
  – Crit path kind: reg -> out
  – Startpoint class of the critical path: flop
  – CP max FO: 23

Global route
  – Total Routing Usage GR: 18.3%
  – Largest net degree at the start of global routing: 30
  – Antenna violations before repair: 0
  – First-pass GRT wire length: 22500 um
  – GRT overflow: 0
  – Vias in the first global route: 4359

Cells and area
  – Comb area: 0.00352 mm^2
  – Layout cell share with drive strength beyond 1: 2.47%
  – Fill cells: 1361
  – Synth-to-layout area growth: 9.57%
  – Sequential cell area: 0.00217 mm^2

Placement
  – Final HPWL DP: 9980 um
  – Routability Congestion: 0.924
  – PortBufs: 21
  – Placement Setup Slack: 1.83 ns

Timing
  – Max-slew headroom: 37.0%
  – Post-Route Setup TNS: 0 ns
  – Final worst-path cycle share: 71.5%
  – Final setup viols: 0
  – Period minus WS final: 3.58 ns
  – Slew Viols, Final: 0
  – F_max: 0.280 GHz
  – RSZ-0062 raised after global routing: no
  – Clock skew: 0.00726 ns
  – Register pins left without a clock: 15
  – Worst Tran Pin Value: 0.937 ns
  – Endpoints left unconstrained: 30
  – Final Hold Viols: 0
  – Final setup margin: 1.42 ns
  – Worst Hold Slack: 0.476 ns

Power and ir drop
  – Net switching power: 0.318 mW
  – Peak VDD IR: 0.000164 V
  – Sequential share of power: 50.4%
  – Comb pwr share: 2.9%
  – Internal cell power: 1.26 mW
  – Net Sw Frac: 20.2%
  – Power Total: 1.57 mW
  – Ratio of total power to cell area: 238 mW/mm^2
  – Leakage power: 2.36 nW
  – Clk pwr share: 46.7%

Die
  – Starting density of the core: 41.3%
  – Height of the die: 125 um
  – Row cnt: 44
  – CORE AREA: 0.0146 mm^2
  – IO Count: 23
  – Die Width: 125 um
  – Die Size: 0.0156 mm^2

Hold path
  – Worst Hold Class: reg -> reg

Flow run
  – Max-cap violations: 0
  – OpenROAD warning count: 40

Outcome
  – Outcome: complete, no violations
## registers in the layout, summed over array words and instances (netlist names)
register          count
dm.x2                 8
dm.y                  7
dm.y3                 7
dm.y1                 7
dm.q1                 6
dm.y7                 7
dm.x1                 8
dm.x5                 8
dm.x                  8
dm.x3                 8
dm.y5                 7
dm.y2                 7
Fm.current_state      9
dm.x7                 8
dm.colour_out         1
dm.q                  6
## cell usage after synthesis, drive strengths merged, types with 3 or more instances
cell type,instances,share of area (%)
a32oi,3,0.43
a22oi,4,0.50
nand4,23,2.4
or3,7,0.72
xnor2,54,7.8
nand3b,5,0.68
nand2,58,3.6
o22ai,4,0.41
a211oi,7,0.87
dfxtp,97,32
nand2b,8,0.83
dlxtn,15,3.7
clkbuf,37,2.3
nor2,107,6.6
o21ai,21,1.7
a21oi,27,2.2
inv,45,2.8
a31oi,4,0.41
mux2i,9,1.5
a221oi,5,0.72
a21o,3,0.37
nor3b,3,0.37
a41oi,3,0.43
and3,10,1.0
buf,10,0.83
nor2b,5,0.52
nand3,20,1.7
xor2,49,7.1
o211ai,6,0.75
nor3,9,0.75
o21a,3,0.37
nor4,7,1.1
o31ai,3,0.37
ha,34,7.0
## worst max-delay path: cells and delay by family (launching register included)
kind	cells	cell delay, ns
buffers and inverters	4	1.05
DFF	1	0.79
and+or+nand+nor	2	0.37
## how the worst min path moves through the flow
stage | start | to | slack (ns) | depth (start not counted)
final | Fm.current_state[8] | Fm.current_state[8] | 0.48 | 1
after CTS | Fm.current_state[8] | Fm.current_state[8] | 0.48 | 1
after global routing | dm.x1[0] | dm.x1[0] | 0.50 | 1
## per-stage QoR
step / instance area, um^2 / std cells / util, %
2_1_floorplan: 6040 / 739 / -
3_3_place_gp: 6310 / 899 / 43.1
3_5_place_dp: 6310 / 899 / 43.1
4_1_cts: 6620 / 914 / 45.2
5_1_grt: 6620 / 914 / 45.2
6_report: 6620 / 914 / 45.2
## power by group through the flow
stage	registers [mW]	logic (mW)	clock network, mW
after CTS	0.793	0.0461	0.757
after global routing	0.794	0.0504	0.785
final	0.793	0.0461	0.736
## layout make-up
class                      count  area share, %
clock buffer                  12           3.72
clock inverter                 3          0.983
inverter                      45           2.55
multi-input combinational    535           53.1
sequential                   112           32.7
tap                          184           3.48
timing repair buffer          23           3.40
## placed cells by master, fill, tap and decap left out, drive strengths merged, types with 3 or more instances in the layout
cell / synthesis / layout
nor2: 107 / 107
dfxtp: 97 / 97
nand2: 58 / 58
xnor2: 54 / 54
xor2: 49 / 49
inv: 45 / 45
ha: 34 / 34
a21oi: 27 / 27
nand4: 23 / 23
o21ai: 21 / 21
clkdlybuf4s50: 0 / 21
nand3: 20 / 20
dlxtn: 15 / 15
clkbuf: 37 / 12
and3: 10 / 10
nor3: 9 / 9
mux2i: 9 / 9
nand2b: 8 / 8
or3: 7 / 7
a211oi: 7 / 7
nor4: 7 / 7
o211ai: 6 / 6
a221oi: 5 / 5
nor2b: 5 / 5
nand3b: 5 / 5
a31oi: 4 / 4
o22ai: 4 / 4
a22oi: 4 / 4
nor3b: 3 / 3
a21o: 3 / 3
o21a: 3 / 3
a41oi: 3 / 3
o31ai: 3 / 3
a32oi: 3 / 3
## kinds of logic after synthesis
kind of cell             Yosys count  share of synthesized area (%)
multiplexers                       9                           1.49
buffers and inverters             92                           5.92
AND-OR/OR-AND                    109                           11.9
latches                           15                           3.73
AND/OR/NAND/NOR                  279                           22.8
XOR/XNOR                         103                           14.9
flip-flops                        97                           32.1
adder cells (fa/ha/maj)           34                           7.04
other                              1                         0.0621
## layer usage
layer	global-route usage (%)	vias to the layer above	part of all wire, %
li1	-	2478	-
met2	27.7	96	45
met4	3.16	0	1.7
met5	0	-	0
met3	2.89	16	4.6
met1	28.5	2259	49
Power is estimated from default activity; no workload was simulated.
